**/design/flow/run.sh**
```bash
#!/bin/bash
# OpenROAD 26Q1-2900-gdf79404cd8, Yosys 0.63+post, stock flow scripts
make -C /OpenROAD-flow-scripts/flow DESIGN_CONFIG=/design/flow/config.mk WORK_HOME=/design/flow/orfs finish
```
**/design/flow/config.mk**
```make
export PLATFORM = sky130hd
export DESIGN_NAME = core_fpu
export DESIGN_NICKNAME = core_fpu
export VERILOG_FILES = /design/flow/design.v
export SDC_FILE = /design/flow/constraint.sdc
export NUM_CORES = 4
export LEC_CHECK = 1
export CORE_AREA = 10 10 364 364
export DIE_AREA = 0 0 374 374
```
**/design/flow/constraint.sdc**
```tcl
current_design core_fpu

set clk_period 6.4
set clk_io_pct 0.2

create_clock -name clk0 -period $clk_period [get_ports {CLK}]

set non_clock_inputs [all_inputs -no_clocks]
set_input_delay [expr $clk_period * $clk_io_pct] -clock clk0 $non_clock_inputs
set_output_delay [expr $clk_period * $clk_io_pct] -clock clk0 [all_outputs]
```
**/design/flow/design.v**
```verilog
module core_fpu
  (
    input RST_N,
    input CLK,
    input i_fadds,
    input i_fsubs,
    input i_fmuls,
    input i_fdivs,
    input i_feqs,
    input i_flts,
    input i_fles,
    input i_fcvtsw,
    input i_fcvtws,
    input i_fsqrts,
    input [31:0] rs1,
    input [31:0] frs1,
    input [31:0] frs2,
    output reg [31:0] fpu_result,
    output reg tvalid_once,
    input exec,
    input stole,
    output reg [31:0] addsub_a_tdata,
    input wire addsub_a_tready,
    output reg addsub_a_tvalid,
    output reg [31:0] addsub_b_tdata,
    input wire addsub_b_tready,
    output reg addsub_b_tvalid,
    output reg [7:0] addsub_op_tdata,
    input wire addsub_op_tready,
    output reg addsub_op_tvalid,
    input wire [31:0] addsub_r_tdata,
    output reg addsub_r_tready,
    input wire addsub_r_tvalid,
    output reg [31:0] mul_a_tdata,
    input wire mul_a_tready,
    output reg mul_a_tvalid,
    output reg [31:0] mul_b_tdata,
    input wire mul_b_tready,
    output reg mul_b_tvalid,
    input wire [31:0] mul_r_tdata,
    output reg mul_r_tready,
    input wire mul_r_tvalid,
    output reg [31:0] div_a_tdata,
    input wire div_a_tready,
    output reg div_a_tvalid,
    output reg [31:0] div_b_tdata,
    input wire div_b_tready,
    output reg div_b_tvalid,
    input wire [31:0] div_r_tdata,
    output reg div_r_tready,
    input wire div_r_tvalid,
    output reg [31:0] comp_a_tdata,
    input wire comp_a_tready,
    output reg comp_a_tvalid,
    output reg [31:0] comp_b_tdata,
    input wire comp_b_tready,
    output reg comp_b_tvalid,
    output reg [7:0] comp_op_tdata,
    input wire comp_op_tready,
    output reg comp_op_tvalid,
    input wire [31:0] comp_r_tdata,
    output reg comp_r_tready,
    input wire comp_r_tvalid,
    output reg [31:0] fcvtsw_a_tdata,
    input wire fcvtsw_a_tready,
    output reg fcvtsw_a_tvalid,
    input wire [31:0] fcvtsw_r_tdata,
    output reg fcvtsw_r_tready,
    input wire fcvtsw_r_tvalid,
    output reg [31:0] fcvtws_a_tdata,
    input wire fcvtws_a_tready,
    output reg fcvtws_a_tvalid,
    input wire [31:0] fcvtws_r_tdata,
    output reg fcvtws_r_tready,
    input wire fcvtws_r_tvalid,
    output reg [31:0] fsqrts_a_tdata,
    input wire fsqrts_a_tready,
    output reg fsqrts_a_tvalid,
    input wire [31:0] fsqrts_r_tdata,
    output reg fsqrts_r_tready,
    input wire fsqrts_r_tvalid
  );
  localparam EXECUTE = 7'b0001000;
 (* mark_debug = "true" *) reg addsub_f, mul_f, div_f, comp_f, fcvtsw_f, fcvtws_f, fsqrts_f;
  always @(posedge CLK) begin
    if (!RST_N) begin
      fpu_result <= 0;
    end else begin
    fpu_result <= (i_fadds | i_fsubs) ? addsub_r_tdata :
                  i_fmuls ? mul_r_tdata :
                  i_fdivs ? div_r_tdata :
                  (i_feqs | i_flts | i_fles) ? comp_r_tdata :
                  i_fcvtsw ? fcvtsw_r_tdata :
                  i_fcvtws ? fcvtws_r_tdata :
                  i_fsqrts ? fsqrts_r_tdata :
                  fpu_result;
    end
  end
  always @(posedge CLK) begin
    addsub_b_tdata <= frs2;
    addsub_a_tdata <= frs1;
    addsub_op_tdata <= i_fsubs ? 6'b000001 : 6'b000000;
    if ((i_fadds | i_fsubs) && (!stole) && !(addsub_r_tready) && exec) begin
      addsub_a_tvalid <= 1'b1;
      addsub_b_tvalid <= 1'b1;
      addsub_op_tvalid <= 1'b1;
      addsub_r_tready <= 1'b1;
    end else begin
      addsub_a_tdata <= 0;
      addsub_a_tvalid <= 0;
      addsub_b_tdata <= 0;
      addsub_b_tvalid <= 0;
      addsub_op_tdata <= 0;
      addsub_op_tvalid <= 0;
      addsub_r_tready <= 0;
    end
  end
  always @(posedge CLK) begin
    mul_a_tdata <= frs1;
    mul_b_tdata <= frs2;
    if ((i_fmuls) && (!stole) && !(mul_r_tready) && exec) begin
      mul_a_tvalid <= 1'b1;
      mul_b_tvalid <= 1'b1;
      mul_r_tready <= 1'b1;
    end else begin
      mul_a_tdata <= 0;
      mul_a_tvalid <= 0;
      mul_b_tdata <= 0;
      mul_b_tvalid <= 0;
      mul_r_tready <= 0;
    end
  end
  always @(posedge CLK) begin
    div_a_tdata <= frs1;
    div_b_tdata <= frs2;
    if ((i_fdivs) && (!stole) && !(div_r_tready) && exec) begin
      div_a_tvalid <= 1'b1;
      div_b_tvalid <= 1'b1;
      div_r_tready <= 1'b1;
    end else begin
      div_a_tdata <= 0;
      div_a_tvalid <= 0;
      div_b_tdata <= 0;
      div_b_tvalid <= 0;
      div_r_tready <= 0;
    end
  end
  always @(posedge CLK) begin
      comp_a_tdata <= frs1;
      comp_b_tdata <= frs2;
      comp_op_tdata <= i_feqs ? 6'b010100 :
                       i_flts ? 6'b001100:
                       6'b011100;
    if ((i_feqs | i_flts | i_fles) && (!stole) && !(comp_r_tready) && exec) begin
      comp_a_tvalid <= 1'b1;
      comp_b_tvalid <= 1'b1;
      comp_op_tvalid <= 1'b1;
      comp_r_tready <= 1'b1;
    end else begin
      comp_a_tdata <= 0;
      comp_a_tvalid <= 0;
      comp_b_tdata <= 0;
      comp_b_tvalid <= 0;
      comp_op_tdata <= 0;
      comp_op_tvalid <= 0;
      comp_r_tready <= 0;
    end
  end
  always @(posedge CLK) begin
    fcvtsw_a_tdata <= rs1;
    if ((i_fcvtsw) && (!stole) && !(fcvtsw_r_tready) && exec) begin
      fcvtsw_a_tvalid <= 1'b1;
      fcvtsw_r_tready <= 1'b1;
    end else begin
      fcvtsw_a_tdata <= 0;
      fcvtsw_a_tvalid <= 0;
      fcvtsw_r_tready <= 0;
    end
  end
  always @(posedge CLK) begin
    fcvtws_a_tdata <= frs1;
    if ((i_fcvtws) && (!stole) && !(fcvtws_r_tready) && exec) begin
      fcvtws_a_tvalid <= 1'b1;
      fcvtws_r_tready <= 1'b1;
    end else begin
      fcvtws_a_tdata <= 0;
      fcvtws_a_tvalid <= 0;
      fcvtws_r_tready <= 0;
    end
  end
  always @(posedge CLK) begin
    fsqrts_a_tdata <= frs1;
    if ((i_fsqrts) && (!stole) && !(fsqrts_r_tready) && exec) begin
      fsqrts_a_tvalid <= 1'b1;
      fsqrts_r_tready <= 1'b1;
    end else begin
      fsqrts_a_tdata <= 0;
      fsqrts_a_tvalid <= 0;
      fsqrts_r_tready <= 0;
    end
  end
  always @(posedge CLK) begin
    if (!RST_N) begin
      addsub_f <= 0;
      mul_f <= 0;
      div_f <= 0;
      comp_f <= 0;
      fcvtsw_f <= 0;
      fcvtws_f <= 0;
      fsqrts_f <= 0;
      tvalid_once <= 0;
    end else begin
      addsub_f <= addsub_r_tvalid;
      mul_f <= mul_r_tvalid;
      div_f <= div_r_tvalid;
      comp_f <= comp_r_tvalid;
      fcvtsw_f <= fcvtsw_r_tvalid;
      fcvtws_f <= fcvtws_r_tvalid;
      fsqrts_f <= fsqrts_r_tvalid;
      tvalid_once <= (tvalid_once) ? 0 :
                     ((!addsub_f && addsub_r_tvalid) || (!mul_f && mul_r_tvalid) || (!div_f && div_r_tvalid) || (!comp_f && comp_r_tvalid) || (!fcvtsw_f && fcvtsw_r_tvalid) || (!fcvtws_f && fcvtws_r_tvalid) || (!fsqrts_f && fsqrts_r_tvalid)) ? 1:
                     0;
    end
  end
endmodule
```
==> ci_impl_report.md <==
## Implementation flow summary

| Metric | Value |
|---|---|
| Fraction of layout cells with a size suffix above 1 | `0.0827` |
| CTS Buf Count | `47` |
| WHS Path Cells | `1` |
| Number of enable flip-flop cells | `0` |
| IO Pins | `around 780` |
| Clk latency late pin | `roughly 0.63 ns` |
| Via count | `11400` |
| Yosys simple share | `0.202` |
| Fin util | `0.193` |
| Status | `finished clean` |
| Syn avg cell area | `11.4 um2` |
| First-pass GRT wire length | `between 100000 and 150000 um` |
| Commonest register cell after synthesis | `dfxtp_1` |
| Top cell type's share of synthesized area | `0.631` |
| RD Place Congestion | `0.882` |
| CP arrival | `3.79 ns` |
| Synth mux share | `0.0282` |
| Crit path max fanout | `32` |
| Max Root-Sink Buffers | `3` |
| Cells on worst reg2reg path | `5` |
| Largest family of logic cells by area | `simple AND/OR/NAND/NOR gates` |
| Final min period | `about 3.3 ns` |
| Largest net degree at the start of global routing | `62` |
| DR iter-0 viols | `about 500` |
| Final Cycle Share | `0.512` |
| Die X | `approximately 370 um` |
| CTS tree | `built` |
| Synth flops | `403` |
| Clk sinks | `~400` |
| GR Util All Layers | `0.116` |
| Max VDD drop | `~0.00022 V` |
| Log Warnings | `38` |
| DRC | `0` |
| Hold Buf Count CTS | `0` |
| Die area | `about 140000 um2` |
| Fraction of registers with async set/reset | `0` |
| TritonRoute pass-1 iters | `4` |
| CP Launch Type | `input port` |
| Least-Margin Pin Slew | `0.997 ns` |
| Antenna viol nets, final | `0` |
| Final hold vios | `0` |
| Top cells, area | `dfxtp_1, and2_1, mux2_2` |
| # Cells Yosys | `around 1100` |
| Worst Hold Class | `register to register` |
| Pre-Place Util | `0.103` |
| Port buffer count | `between 700 and 800` |
| Detailed placer's ending HPWL | `67400 um` |
| Worst-path clk slew | `approximately 0.06 ns` |
| RSZ-0062 raised after global routing | `false` |
| Aggregate negative setup slack | `0 ns` |
| Initial antenna violation count | `around 43` |
| Post-synthesis xor/xnor area fraction | `0` |
| Area reported by Yosys stat | `between 10000 and 15000 um2` |
| Fill cells | `13500` |
| Rows | `between 100 and 150` |
| Seq/Total Area, Yosys | `0.631` |
| Compound Share, Synth | `0.0958` |
| Achievable Freq | `0.305 GHz` |
| Register-to-register setup slack | `just over 4 ns` |
| Worst setup EP type | `register` |
| Crit Path Category | `input port to register` |
| Final WL | `roughly 83000 um` |
| Vias in the first global route | `between 10000 and 15000` |
| CTS Root Cell | `clkbuf_16` |
| Finish-stage setup viols | `0` |
| WL per Instance | `around 23 um` |
| WP data required | `between 6 and 7 ns` |
| Netlist cell types | `31` |
| Yosys adder share | `0` |
| Synth area leader | `dfxtp_1` |
| Vias/cell | `3.22` |
| Area Overhead vs Synth | `87.1%` |
| Core ar. | `about 120000 um2` |
| Synthesis warning total | `1` |
| Cells after synthesis | `roughly 1100` |
| Resized Gates After CTS | `0` |
| Slew Limit Fails | `0` |
| PD cells | `between 200 and 300 nW/um2` |
| Setup Buffers After CTS | `0` |
| Remaining Overflow, GRT | `0` |
| Synthesized area | `between 10000 and 15000 um2` |
| Top Layout Cells | `clkdlybuf4s50_1, dfxtp_1, and2_1` |
| Vertical die size | `between 300 and 400 um` |
| Layout Skew | `roughly 0.025 ns` |
| Max-Cap Viols | `0` |
| Highest-count logic cell in the final layout | `clkdlybuf4s50_1` |
| CTS H-tree depth | `2` |
| Slew HR | `0.332` |
| LEAKAGE | `about 8.7 nW` |
-- path summary, 6_finish.rpt --
| path | startpoint | endpoint |
|---|---|---|
| max | i_feqs | fpu_result[28] |
| min | fpu_result[18] | fpu_result[18] |
| max reg2reg | addsub_op_tvalid | addsub_a_tdata[22] |
| min reg2reg | fpu_result[18] | fpu_result[18] |
-- through the flow --
| stage | hold slack, ns | cells | area (um2) | worst slack [ns] | power [W] |
|---|---|---|---|---|---|
| after detailed placement | 0.472 | 3452 | 22200 | 2.52 | 0.00339 |
| after CTS | 0.487 | 3536 | 23900 | 3.02 | 0.00644 |
| after global placement | 0.469 | 3452 | 22200 | 2.52 | 0.00339 |
| final | 0.487 | 3547 | 23900 | 3.12 | 0.00631 |
| after floorplan | 0.433 | 1136 | 12800 | 3.63 | 0.00282 |
| after global routing | 0.499 | 3541 | 23900 | 3.06 | 0.00657 |
-- cells by family after synthesis --
logic type,count (synthesis)
and+or+nand+nor,412
DFF,403
AOI/OAI and AO/OA,166
buffers and inverters,111
muxes,32
other,1
-- cells in the mapped netlist (2+ instances only) --
cell type,n
a211oi_1,32
a21oi_1,33
a221o_1,32
and2_1,360
buf_1,3
buf_2,8
buf_4,25
buf_6,3
clkbuf_1,63
dfxtp_1,403
inv_1,9
mux2_2,32
nand2b_1,35
nor3_1,4
nor3b_1,4
o211ai_1,32
o22ai_1,32
or3_1,2
-- state kept, by name (all words and copies together) (netlist names), 3 cells and up --
signal          count
mul_a_tdata        32
div_a_tdata        32
comp_b_tdata       32
fsqrts_a_tdata     32
fcvtsw_a_tdata     32
addsub_a_tdata     32
mul_b_tdata        32
fpu_result         32
comp_a_tdata       32
comp_op_tdata       3
fcvtws_a_tdata     32
div_b_tdata        32
addsub_b_tdata     32
-- cell type report --
class                      count  area (um2)  share of cell area
sequential                   403        8070               0.337
timing repair buffer         781        7740               0.324
multi-input combinational    622        4270               0.179
tap                         1637        2050              0.0857
clock buffer                  64        1330              0.0556
clock inverter                20         394              0.0165
inverter                       9        33.8             0.00141
antenna                       11        27.5             0.00115
-- metal layers --
metal	vias up	wire, um	global-route usage
met5	-	71	0.00686
met4	10	2650	0.0292
met3	139	10900	0.0629
met2	713	35700	0.174
met1	5336	33700	0.145
li1	5206	-	-
-- critical path, cell delays in order --
cell	delay [ns]
clkdlybuf4s50_1	0.55
or3_2	0.56
o311ai_4	0.29
buf_4	0.43
a211oi_1	0.17
buf_4	0.21
a221o_1	0.25
-- report_power, final --
| part | internal [W] | switching [W] | total (W) |
|---|---|---|---|
| clock | 0.00180 | 0.00119 | 0.00299 |
| sequential | 0.00260 | 0.0000382 | 0.00264 |
| combinational | 0.000418 | 0.000267 | 0.000685 |
Power and IR drop assume default switching activity.
