==> ./run.sh <==
#!/bin/bash
# OpenROAD 26Q1-2900-gdf79404cd8, Yosys 0.63+post, stock flow scripts
make -C /OpenROAD-flow-scripts/flow DESIGN_CONFIG=/design/flow/config.mk WORK_HOME=/design/flow/orfs finish
==> ./config.mk <==
export PLATFORM = sky130hd
export DESIGN_NAME = core_csr
export DESIGN_NICKNAME = core_csr
export VERILOG_FILES = /design/flow/design.v
export SDC_FILE = /design/flow/constraint.sdc
export NUM_CORES = 4
export LEC_CHECK = 1
export CORE_UTILIZATION = 50
==> ./constraint.sdc <==
current_design core_csr

set clk_period 8.3
set clk_io_pct 0.2

create_clock -name clk0 -period $clk_period [get_ports {CLK}]

set non_clock_inputs [all_inputs -no_clocks]
set_input_delay [expr $clk_period * $clk_io_pct] -clock clk0 $non_clock_inputs
set_output_delay [expr $clk_period * $clk_io_pct] -clock clk0 [all_outputs]
==> ./design.v <==
module core_csr
(
  input CLK,
  input RST_N,
  output reg [31:0] CSR_RDATA,
  input wire [31:0] CSR_WDATA,
  input wire [11:0] CSR_ADDR,
  input wire CSR_WE
  );
   wire [31:0]        mvendorid;
   wire [31:0]        marchid;
   wire [31:0]        mimpid;
   wire [31:0]        mhartid;
   wire [31:0]        mstatus;
   wire [31:0]        misa;
   reg [31:0]         medeleg;
   reg [31:0]         mideleg;
   wire [31:0]         mie;
   reg [31:0]         mtvec;
   reg [31:0]         mscratch;
   reg [31:0]         mepc;
   reg [31:0]         mcause;
   reg [31:0]         mtval;
   reg [31:0]         mip;
   wire [31:0]         pmpcfg0;
   wire [31:0]         pmpcfg1;
   wire [31:0]         pmpcfg2;
   wire [31:0]         pmpcfg3;
   wire [31:0]         pmpaddr0;
   wire [31:0]         pmpaddr1;
   wire [31:0]         pmpaddr2;
   wire [31:0]         pmpaddr3;
   wire [31:0]         pmpaddr4;
   wire [31:0]         pmpaddr5;
   wire [31:0]         pmpaddr6;
   wire [31:0]         pmpaddr7;
   wire [31:0]         pmpaddr8;
   wire [31:0]         pmpaddr9;
   wire [31:0]         pmpaddr10;
   wire [31:0]         pmpaddr11;
   wire [31:0]         pmpaddr12;
   wire [31:0]         pmpaddr13;
   wire [31:0]         pmpaddr14;
   wire [31:0]         pmpaddr15;
   reg [63:0]         mcycle;
   reg [63:0]         minstret;
   wire [63:0]         mhpmcounter3;
   wire [63:0]         mhpmcounter4;
   wire [63:0]         mhpmcounter5;
   wire [63:0]         mhpmcounter6;
   wire [63:0]         mhpmcounter7;
   wire [63:0]         mhpmcounter8;
   wire [63:0]         mhpmcounter9;
   wire [63:0]         mhpmcounter10;
   wire [63:0]         mhpmcounter11;
   wire [63:0]         mhpmcounter12;
   wire [63:0]         mhpmcounter13;
   wire [63:0]         mhpmcounter14;
   wire [63:0]         mhpmcounter15;
   wire [63:0]         mhpmcounter16;
   wire [63:0]         mhpmcounter17;
   wire [63:0]         mhpmcounter18;
   wire [63:0]         mhpmcounter19;
   wire [63:0]         mhpmcounter20;
   wire [63:0]         mhpmcounter21;
   wire [63:0]         mhpmcounter22;
   wire [63:0]         mhpmcounter23;
   wire [63:0]         mhpmcounter24;
   wire [63:0]         mhpmcounter25;
   wire [63:0]         mhpmcounter26;
   wire [63:0]         mhpmcounter27;
   wire [63:0]         mhpmcounter28;
   wire [63:0]         mhpmcounter29;
   wire [63:0]         mhpmcounter30;
   wire [63:0]         mhpmcounter31;
   wire [31:0]         mucounteren;
   wire [31:0]         mscounteren;
   wire [31:0]         mhcounteren;
   wire [31:0]         mhpmevent3;
   wire [31:0]         mhpmevent4;
   wire [31:0]         mhpmevent5;
   wire [31:0]         mhpmevent6;
   wire [31:0]         mhpmevent7;
   wire [31:0]         mhpmevent8;
   wire [31:0]         mhpmevent9;
   wire [31:0]         mhpmevent10;
   wire [31:0]         mhpmevent11;
   wire [31:0]         mhpmevent12;
   wire [31:0]         mhpmevent13;
   wire [31:0]         mhpmevent14;
   wire [31:0]         mhpmevent15;
   wire [31:0]         mhpmevent16;
   wire [31:0]         mhpmevent17;
   wire [31:0]         mhpmevent18;
   wire [31:0]         mhpmevent19;
   wire [31:0]         mhpmevent20;
   wire [31:0]         mhpmevent21;
   wire [31:0]         mhpmevent22;
   wire [31:0]         mhpmevent23;
   wire [31:0]         mhpmevent24;
   wire [31:0]         mhpmevent25;
   wire [31:0]         mhpmevent26;
   wire [31:0]         mhpmevent27;
   wire [31:0]         mhpmevent28;
   wire [31:0]         mhpmevent29;
   wire [31:0]         mhpmevent30;
   wire [31:0]         mhpmevent31;
   wire [31:0]         tselect;
   wire [31:0]         tdata1;
   wire [31:0]         tdata2;
   wire [31:0]         tdata3;
   wire [31:0]         dcsr;
   wire [31:0]         dpc;
   wire [31:0]         dscratch;
   assign mvendorid = 32'd0;
   assign marchid   = 32'd0;
   assign mimpid    = 32'd0;
   assign mhartid   = 32'd0;
   reg [1:0]           ms_mpp;
   reg                 ms_mpie;
   reg                 ms_mie;
   always @(posedge CLK) begin
      if(!RST_N) begin
         ms_mpp  <= 0;
         ms_mpie <= 0;
         ms_mie  <= 0;
      end else begin
         if(CSR_WE & (CSR_ADDR == 12'h300)) begin
            ms_mpp[1:0] <= CSR_WDATA[12:11];  
            ms_mpie     <= CSR_WDATA[7];      
            ms_mie      <= CSR_WDATA[3];      
         end
      end
   end  
   assign mstatus = {19'd0, ms_mpp[1:0], 3'd0, ms_mpie, 3'd0, ms_mie, 3'd0};
   assign misa = {2'b01,    
                  4'b0000,  
                  26'b00_0000_0000_0001_0001_0010_1000};  
   always @(posedge CLK) begin
      if(!RST_N) begin
         mideleg <= 0;
         medeleg <= 0;
      end else begin
         if(CSR_WE & (CSR_ADDR == 12'h302)) begin
            medeleg <= CSR_WDATA;
         end
         if(CSR_WE & (CSR_ADDR == 12'h303)) begin
            mideleg <= CSR_WDATA;
         end
      end
   end
   reg meie, mtie, msie;
   reg ueie, utie, usie;
   reg seie, stie, ssie;
   always @(posedge CLK) begin
      if(!RST_N) begin
         meie <= 0;
         mtie <= 0;
         msie <= 0;
         ueie <= 0;
         utie <= 0;
         usie <= 0;
         seie <= 0;
         stie <= 0;
         ssie <= 0;
      end else begin
         if(CSR_WE & (CSR_ADDR == 12'h304)) begin
            meie <= CSR_WDATA[11];  
            seie <= CSR_WDATA[9];  
            ueie <= CSR_WDATA[8];  
            mtie <= CSR_WDATA[7];   
            stie <= CSR_WDATA[5];   
            utie <= CSR_WDATA[4];   
            msie <= CSR_WDATA[3];   
            ssie <= CSR_WDATA[1];   
            usie <= CSR_WDATA[0];   
         end
      end
   end  
   assign mie = {20'd0, meie, 1'b0, seie, ueie, mtie, 1'b0, stie, utie, msie, 1'b0, ssie, usie};
   always @(posedge CLK) begin
      if(!RST_N) begin
         mtvec <= 0;
      end else begin
         if(CSR_WE & (CSR_ADDR == 12'h305)) begin
            mtvec <= CSR_WDATA;
         end
      end
   end
   always @(posedge CLK) begin
      if(!RST_N) begin
         mscratch <= 0;
      end else begin
         if(CSR_WE & (CSR_ADDR == 12'h340)) begin
            mscratch <= CSR_WDATA;
         end
      end
   end
   always @(posedge CLK) begin
     if(!RST_N) begin
       mepc <= 0;
     end else begin
       if(CSR_WE & (CSR_ADDR == 12'h341)) begin
         mepc <= 0;
       end
     end
   end
   always @(posedge CLK) begin
     if(!RST_N) begin
       mcause <= 0;
     end else begin
       if(CSR_WE & (CSR_ADDR == 12'h342)) begin
         mcause <= 0;
       end
     end
   end
   always @(posedge CLK) begin
     if(!RST_N) begin
       mtval <= 0;
     end else begin
       if(CSR_WE & (CSR_ADDR == 12'h343)) begin
         mtval <= 0;
       end
     end
   end
   always @(posedge CLK) begin
     if(!RST_N) begin
       mip <= 0;
     end else begin
       if(CSR_WE & (CSR_ADDR == 12'h344)) begin
         mip <= 0;
       end
     end
   end
   assign pmpcfg0 = 32'b0;
   assign pmpcfg1 = 32'b0;
   assign pmpcfg2 = 32'b0;
   assign pmpcfg3 = 32'b0;
   assign pmpaddr0 = 32'b0;
   assign pmpaddr1 = 32'b0;
   assign pmpaddr2 = 32'b0;
   assign pmpaddr3 = 32'b0;
   assign pmpaddr4 = 32'b0;
   assign pmpaddr5 = 32'b0;
   assign pmpaddr6 = 32'b0;
   assign pmpaddr7 = 32'b0;
   assign pmpaddr8 = 32'b0;
   assign pmpaddr9 = 32'b0;
   assign pmpaddr10 = 32'b0;
   assign pmpaddr11 = 32'b0;
   assign pmpaddr12 = 32'b0;
   assign pmpaddr13 = 32'b0;
   assign pmpaddr14 = 32'b0;
   assign pmpaddr15 = 32'b0;
   always @(*) begin
      case(CSR_ADDR)
        12'hF11: CSR_RDATA <= mvendorid;
        12'hF12: CSR_RDATA <= marchid;
        12'hF13: CSR_RDATA <= mimpid;
        12'hF14: CSR_RDATA <= mhartid;
        12'h300: CSR_RDATA <= mstatus;
        12'h301: CSR_RDATA <= misa;
        12'h302: CSR_RDATA <= medeleg;
        12'h303: CSR_RDATA <= mideleg;
        12'h304: CSR_RDATA <= mie;
        12'h305: CSR_RDATA <= mtvec;
        12'h340: CSR_RDATA <= mscratch;
        12'h341: CSR_RDATA <= mepc;
        12'h342: CSR_RDATA <= mcause;
        12'h343: CSR_RDATA <= mtval;
        12'h344: CSR_RDATA <= mip;
        12'h3A0: CSR_RDATA <= pmpcfg0;
        12'h3A1: CSR_RDATA <= pmpcfg1;
        12'h3A2: CSR_RDATA <= pmpcfg2;
        12'h3A3: CSR_RDATA <= pmpcfg3;
        12'h3B0: CSR_RDATA <= pmpaddr0;
        12'h3B1: CSR_RDATA <= pmpaddr1;
        12'h3B2: CSR_RDATA <= pmpaddr2;
        12'h3B3: CSR_RDATA <= pmpaddr3;
        12'h3B4: CSR_RDATA <= pmpaddr4;
        12'h3B5: CSR_RDATA <= pmpaddr5;
        12'h3B6: CSR_RDATA <= pmpaddr6;
        12'h3B7: CSR_RDATA <= pmpaddr7;
        12'h3B8: CSR_RDATA <= pmpaddr8;
        12'h3B9: CSR_RDATA <= pmpaddr9;
        12'h3BA: CSR_RDATA <= pmpaddr10;
        12'h3BB: CSR_RDATA <= pmpaddr11;
        12'h3BC: CSR_RDATA <= pmpaddr12;
        12'h3BD: CSR_RDATA <= pmpaddr13;
        12'h3BE: CSR_RDATA <= pmpaddr14;
        12'h3BF: CSR_RDATA <= pmpaddr15;
        12'hB00: CSR_RDATA <= mcycle[31:0];
        12'hB02: CSR_RDATA <= minstret[31:0];
        12'hB03: CSR_RDATA <= mhpmcounter3[31:0];
        12'hB04: CSR_RDATA <= mhpmcounter4[31:0];
        12'hB05: CSR_RDATA <= mhpmcounter5[31:0];
        12'hB06: CSR_RDATA <= mhpmcounter6[31:0];
        12'hB07: CSR_RDATA <= mhpmcounter7[31:0];
        12'hB08: CSR_RDATA <= mhpmcounter8[31:0];
        12'hB09: CSR_RDATA <= mhpmcounter9[31:0];
        12'hB0A: CSR_RDATA <= mhpmcounter10[31:0];
        12'hB0B: CSR_RDATA <= mhpmcounter11[31:0];
        12'hB0C: CSR_RDATA <= mhpmcounter12[31:0];
        12'hB0D: CSR_RDATA <= mhpmcounter13[31:0];
        12'hB0E: CSR_RDATA <= mhpmcounter14[31:0];
        12'hB0F: CSR_RDATA <= mhpmcounter15[31:0];
        12'hB10: CSR_RDATA <= mhpmcounter16[31:0];
        12'hB11: CSR_RDATA <= mhpmcounter17[31:0];
        12'hB12: CSR_RDATA <= mhpmcounter18[31:0];
        12'hB13: CSR_RDATA <= mhpmcounter19[31:0];
        12'hB14: CSR_RDATA <= mhpmcounter20[31:0];
        12'hB15: CSR_RDATA <= mhpmcounter21[31:0];
        12'hB16: CSR_RDATA <= mhpmcounter22[31:0];
        12'hB17: CSR_RDATA <= mhpmcounter23[31:0];
        12'hB18: CSR_RDATA <= mhpmcounter24[31:0];
        12'hB19: CSR_RDATA <= mhpmcounter25[31:0];
        12'hB1A: CSR_RDATA <= mhpmcounter26[31:0];
        12'hB1B: CSR_RDATA <= mhpmcounter27[31:0];
        12'hB1C: CSR_RDATA <= mhpmcounter28[31:0];
        12'hB1D: CSR_RDATA <= mhpmcounter29[31:0];
        12'hB1E: CSR_RDATA <= mhpmcounter30[31:0];
        12'hB1F: CSR_RDATA <= mhpmcounter31[31:0];
        12'hB20: CSR_RDATA <= mcycle[63:32];
        12'hB22: CSR_RDATA <= minstret[63:32];
        12'hB23: CSR_RDATA <= mhpmcounter3[63:32];
        12'hB24: CSR_RDATA <= mhpmcounter4[63:32];
        12'hB25: CSR_RDATA <= mhpmcounter5[63:32];
        12'hB26: CSR_RDATA <= mhpmcounter6[63:32];
        12'hB27: CSR_RDATA <= mhpmcounter7[63:32];
        12'hB28: CSR_RDATA <= mhpmcounter8[63:32];
        12'hB29: CSR_RDATA <= mhpmcounter9[63:32];
        12'hB2A: CSR_RDATA <= mhpmcounter10[63:32];
        12'hB2B: CSR_RDATA <= mhpmcounter11[63:32];
        12'hB2C: CSR_RDATA <= mhpmcounter12[63:32];
        12'hB2D: CSR_RDATA <= mhpmcounter13[63:32];
        12'hB2E: CSR_RDATA <= mhpmcounter14[63:32];
        12'hB2F: CSR_RDATA <= mhpmcounter15[63:32];
        12'hB30: CSR_RDATA <= mhpmcounter16[63:32];
        12'hB31: CSR_RDATA <= mhpmcounter17[63:32];
        12'hB32: CSR_RDATA <= mhpmcounter18[63:32];
        12'hB33: CSR_RDATA <= mhpmcounter19[63:32];
        12'hB34: CSR_RDATA <= mhpmcounter20[63:32];
        12'hB35: CSR_RDATA <= mhpmcounter21[63:32];
        12'hB36: CSR_RDATA <= mhpmcounter22[63:32];
        12'hB37: CSR_RDATA <= mhpmcounter23[63:32];
        12'hB38: CSR_RDATA <= mhpmcounter24[63:32];
        12'hB39: CSR_RDATA <= mhpmcounter25[63:32];
        12'hB3A: CSR_RDATA <= mhpmcounter26[63:32];
        12'hB3B: CSR_RDATA <= mhpmcounter27[63:32];
        12'hB3C: CSR_RDATA <= mhpmcounter28[63:32];
        12'hB3D: CSR_RDATA <= mhpmcounter29[63:32];
        12'hB3E: CSR_RDATA <= mhpmcounter30[63:32];
        12'hB3F: CSR_RDATA <= mhpmcounter31[63:32];
        12'h320: CSR_RDATA <= mucounteren;
        12'h321: CSR_RDATA <= mscounteren;
        12'h322: CSR_RDATA <= mhcounteren;
        12'h323: CSR_RDATA <= mhpmevent3;
        12'h324: CSR_RDATA <= mhpmevent4;
        12'h325: CSR_RDATA <= mhpmevent5;
        12'h326: CSR_RDATA <= mhpmevent6;
        12'h327: CSR_RDATA <= mhpmevent7;
        12'h328: CSR_RDATA <= mhpmevent8;
        12'h329: CSR_RDATA <= mhpmevent9;
        12'h32A: CSR_RDATA <= mhpmevent10;
        12'h32B: CSR_RDATA <= mhpmevent11;
        12'h32C: CSR_RDATA <= mhpmevent12;
        12'h32D: CSR_RDATA <= mhpmevent13;
        12'h32E: CSR_RDATA <= mhpmevent14;
        12'h32F: CSR_RDATA <= mhpmevent15;
        12'h330: CSR_RDATA <= mhpmevent16;
        12'h331: CSR_RDATA <= mhpmevent17;
        12'h332: CSR_RDATA <= mhpmevent18;
        12'h333: CSR_RDATA <= mhpmevent19;
        12'h334: CSR_RDATA <= mhpmevent20;
        12'h335: CSR_RDATA <= mhpmevent21;
        12'h336: CSR_RDATA <= mhpmevent22;
        12'h337: CSR_RDATA <= mhpmevent23;
        12'h338: CSR_RDATA <= mhpmevent24;
        12'h339: CSR_RDATA <= mhpmevent25;
        12'h33A: CSR_RDATA <= mhpmevent26;
        12'h33B: CSR_RDATA <= mhpmevent27;
        12'h33C: CSR_RDATA <= mhpmevent28;
        12'h33D: CSR_RDATA <= mhpmevent29;
        12'h33E: CSR_RDATA <= mhpmevent30;
        12'h33F: CSR_RDATA <= mhpmevent31;
        12'h7A0: CSR_RDATA <= tselect;
        12'h7A1: CSR_RDATA <= tdata1;
        12'h7A2: CSR_RDATA <= tdata2;
        12'h7A3: CSR_RDATA <= tdata3;
        12'h7B0: CSR_RDATA <= dcsr;
        12'h7B1: CSR_RDATA <= dpc;
        12'h7B2: CSR_RDATA <= dscratch;
        default: CSR_RDATA <= 32'd0;
      endcase
   end
   endmodule
==> flow_summary.ini <==
; flow metrics
[yosys]
syn_inst = 776
largest_area_cell = dfxtp_1
synthTopCellsByArea = dfxtp_1 44%, nand2_1 14%, a21boi_0 11%, o21ai_2 4.3%, mux2i_1 3.4%
syn-cell-area_um2 = 6486
edf_count = 0
ys_cells = 776
postSynthSeqShare_pct = 43.52
avgSynthCellArea_um2 = 8.359
netlist.area_leader.share_pct = 43.52
synth_flops = 141
ys_chip_area_um2 = 6486
ys_types = 47
yosys_warnings = 3233
synthArstFlopShare_pct = 0
ff_type = dfxtp_1

[placement]
hpwl_mm = 10.43
dp_slack_ns = 2.231
gp_congestion = 0.8833
io_buffer_count = 78

[worst_setup_path]
end_kind = primary output
reg2reg_from = mideleg[25]
required_ns = 6.64
crit_fanout = 30
r2r_end = mideleg[25]
arrival_ns = 4.45
ff2ff_path_depth = 2
cp-start-kind = input pin
path_class = in -> out
reg2reg_setup_slack_ns = 7.67

[timing]
rsz0062_at_grt = no
fin_skew_ns = 0
fmax_mhz = 163.6
setup-violations-final = 0
setup_tns_ns = 0
hold_viol = 0
tightest_slew_ns = 0.8603
min_period_ns = 6.113
fin_ws_ns = 2.187
period_used_pct = 73.65
slew_headroom_pct = 42.65
drv_slew = 0

[routing]
wl_mm = 17.19
drtAntennaViolNets = 0
insertedDiodeCount = 0
vias = 5671
wl_per_cell_um = 17.08
firstDrtPassIters = 5
drc_errors = 0
drt_iter0_markers = 416
routed_via_density = 5.637

[global_route]
antenna_found_initial = 0
first_global_vias = 5232
grtUsageTotal_pct = 27.39
grt.overflow.total = 0
grt_first_pass_wirelength_mm = 27.50
grt_max_degree = 73

[final_layout]
lay_top_cells = 240 x nand2_1, 141 x dfxtp_1, 96 x a21boi_0, 77 x clkdlybuf4s50_1, 35 x nand3_1
lay_top_count = nand2_1
final_layout_size_suffix_gt1_share_pct = 9.832
area_growth_pct = 21.35

[floorplanning]
die_area_um2 = 13430
io_pins = 79
fp-row-count = 41
initial_core_util_pct = 51.40
die_w_um = 115.9
core_um2 = 12620
die.size.y_um = 115.9

[pwr]
power_density_nw_per_um2 = 188.8
p_sw_uw = 311.3
sw_frac_of_total_pct = 20.95
pwr-share-clk_pct = 49.3
p_leak_uw = 0.002633
ir_drop_mv = 0.1445
comb_power_share_pct = 5.1
seqPwrFrac_pct = 45.6
internal_power_uw = 1175

[clock_tree]
cts_tree = built
clockBufferDepth = 2
ctsHtreeMaxLevel = 4
post_cts_buffers = 0
cts_hold_buf = 0
cts_buffers = 17
clock_latency_ns = 0.41
cts_sinks = 141
cts_resized = 0
clkTransAtPathRegs_ns = 0.05
cts_root_buffer = clkbuf_16

[run]
max_cap_viol_count = 0
warnings = 26

[worst_hold_path]
min_to = mideleg[17]
hold_path.class = reg -> reg
holdPathStages = 2
min_from = mideleg[17]

[status]
status = completed
stage by stage:
stage | hold slack (ns) | utilization [%] | area [um^2] | total power [uW] | std cells
floorplan | 0.4366 | - | 6486 | 727.2 | 776
global placement | 0.4462 | 57.85 | 7301 | 765.3 | 975
detailed placement | 0.4546 | 57.85 | 7301 | 766.6 | 975
CTS | 0.4622 | 62.37 | 7871 | 1498 | 1006
global route | 0.4779 | 62.37 | 7871 | 1534 | 1006
finish | 0.4579 | 62.37 | 7871 | 1486 | 1006
state kept, by name, summed over array words and instances (netlist names):
name      cells
ueie          1
mscratch     32
ssie          1
ms_mpp        2
seie          1
msie          1
utie          1
meie          1
medeleg      32
mtie          1
mtvec        32
ms_mpie       1
ms_mie        1
stie          1
mideleg      32
usie          1
power by group through the flow:
stage	clock network, uW	registers, uW	logic [uW]
final	733	677	75.6
after global routing	776	677	81.5
after CTS	745	677	75.4
kinds of logic (layout without fill, tap and decap cells):
kind of cell           Yosys count  in the layout  synth area share, %
and+or+nand+nor                334            334                22.36
AOI/OAI and AO/OA              209            209                25.58
muxes                           22             22                3.395
DFF                            141            141                43.52
buffers and inverters           70            128                5.150
area by class of cell:
type / instances / area [um^2]
Sequential cell: 141 / 2823
Timing Repair Buffer: 96 / 913.4
Clock buffer: 25 / 485.5
Clock inverter: 6 / 85.08
Multi-Input combinational cell: 565 / 3346
Tap cell: 172 / 215.2
Fill cell: 1096 / 4748
Inverter: 1 / 3.754
synth_stat cells (2+ instances only):
cell and instances:
a21oi_1 5, nand4_1 4, dfxtp_1 141, o22ai_1 2
nand3_1 35, buf_1 6, nor4bb_1 3, buf_6 6
a32oi_1 8, and4_1 3, nor3_1 3, nor4_1 2
buf_2 18, a22o_1 3, o32a_1 2, nor2_1 23
o21ai_2 32, o21ai_0 7, and3b_1 2, nand2_1 240
clkbuf_1 38, a221o_1 21, a21boi_0 96, nor2b_1 5
a22oi_1 23, a2bb2oi_1 5, mux2i_1 22, or4_1 2
worst max-delay path by stage:
stage            from            end  cells after the start
6_report  CSR_ADDR[6]  CSR_RDATA[31]                      6
4_1_cts   CSR_ADDR[6]   CSR_RDATA[1]                      7
5_1_grt   CSR_ADDR[6]   CSR_RDATA[1]                      7
per-layer routing:
metal | routed length, um | up-vias | global-route usage [%]
met5 | 0 | - | 0
met4 | 85 | 0 | 3.846
met3 | 1001 | 4 | 5.168
met2 | 7768 | 134 | 40.32
met1 | 8331 | 2726 | 44.30
li1 | - | 2807 | -
worst max-delay path, stage by stage:
cell             delay, ns
clkdlybuf4s50_1       0.83
or3b_1                0.58
nor4_2                0.23
buf_4                 0.41
a221o_1               0.25
clkdlybuf4s50_1       0.48
Power is estimated from default activity; no workload was simulated.
