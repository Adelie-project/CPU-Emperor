$ cat config.mk
export PLATFORM = sky130hd
export DESIGN_NAME = core_mul
export DESIGN_NICKNAME = core_mul
export VERILOG_FILES = /design/flow/design.v
export SDC_FILE = /design/flow/constraint.sdc
export NUM_CORES = 4
export LEC_CHECK = 1
export CORE_UTILIZATION = 30
$ cat constraint.sdc
current_design core_mul

set clk_period 114.2
set clk_io_pct 0.2

create_clock -name clk0 -period $clk_period [get_ports {CLK}]

set non_clock_inputs [all_inputs -no_clocks]
set_input_delay [expr $clk_period * $clk_io_pct] -clock clk0 $non_clock_inputs
set_output_delay [expr $clk_period * $clk_io_pct] -clock clk0 [all_outputs]
$ cat design.v
module core_mul (
  input RST_N,
  input CLK,
  input wire [31:0] int_mul_a_tdata,
  output reg int_mul_a_tready,
  input wire int_mul_a_tvalid,
  input wire [31:0] int_mul_b_tdata,
  output reg int_mul_b_tready,
  input wire int_mul_b_tvalid,
  input wire [1:0] int_mul_op_tdata,
  output reg int_mul_op_tready,
  input wire int_mul_op_tvalid,
  output reg [31:0] int_mul_r_tdata,
  input wire int_mul_r_tready,
  output reg int_mul_r_tvalid
  );
  localparam I_MUL = 2'b00;
  localparam I_MULH = 2'b01;
  localparam I_MULHSU = 2'b10;
  localparam I_MULHU = 2'b11;
  localparam add_const_in_mul_and_mulh = 64'h8000000000000000;
  reg [31:0] mul_a;
  reg [31:0] mul_b;
  reg [6:0] mul_trace_valid;
  reg [1:0] mul_trace_op[6:0];
  reg [31:0] mul_ab[31:0];
  reg [33:0] mul_stage2[15:0];
  reg [36:0] mul_stage3[7:0];
  reg [41:0] mul_stage4[3:0];
  reg [50:0] mul_stage5[1:0];
  reg [67:0] mul_stage6;
  reg [63:0] last_in_mul_and_mulh;
  wire int_mul_agreement;
  wire int_mul_stole;
  assign int_mul_agreement = int_mul_a_tready && int_mul_a_tvalid && int_mul_b_tready && int_mul_b_tvalid && int_mul_op_tready && int_mul_op_tvalid;
  assign int_mul_stole = !int_mul_r_tready && int_mul_r_tvalid;
  always @(posedge CLK) begin
    if(!RST_N) begin
      int_mul_a_tready <= 0;
      int_mul_b_tready <= 0;
      int_mul_op_tready <= 0;
    end else begin
      int_mul_a_tready <= int_mul_agreement ? 0 :
                          int_mul_r_tvalid ? 0 : 1;
      int_mul_b_tready <= int_mul_agreement ? 0 :
                          int_mul_r_tvalid ? 0 : 1;
      int_mul_op_tready <= int_mul_agreement ? 0 :
                           int_mul_r_tvalid ? 0 : 1;
    end
  end
  always @(posedge CLK) begin
    if(!RST_N) begin
      mul_a <= 0;
      mul_b <= 0;
      mul_trace_op[0] <= 0;
      mul_trace_valid[0] <= 0;
    end else begin
      mul_a <= int_mul_agreement ? (int_mul_op_tdata == I_MULHU ?
                            {  int_mul_a_tdata[31], int_mul_a_tdata[30:0] } :
                            { !int_mul_a_tdata[31], int_mul_a_tdata[30:0] } )
               : mul_a;
      mul_b <= int_mul_agreement ? ( (int_mul_op_tdata == I_MULHU  || int_mul_op_tdata == I_MULHSU) ?
                            {  int_mul_b_tdata[31], int_mul_b_tdata[30:0] } :
                            { !int_mul_b_tdata[31], int_mul_b_tdata[30:0] } )
               : mul_b;
      mul_trace_op[0] <= int_mul_agreement ? int_mul_op_tdata : mul_trace_op[0];
      mul_trace_valid[0] <= int_mul_agreement ? 1 : 0;
    end
  end
  always @(posedge CLK) begin
    if(!RST_N) begin
      mul_trace_valid[1] <= 0;
    end else if(!int_mul_stole) begin
      mul_ab[0] <= mul_b[0] ? mul_a : 0;
      mul_ab[1] <= mul_b[1] ? mul_a : 0;
      mul_ab[2] <= mul_b[2] ? mul_a : 0;
      mul_ab[3] <= mul_b[3] ? mul_a : 0;
      mul_ab[4] <= mul_b[4] ? mul_a : 0;
      mul_ab[5] <= mul_b[5] ? mul_a : 0;
      mul_ab[6] <= mul_b[6] ? mul_a : 0;
      mul_ab[7] <= mul_b[7] ? mul_a : 0;
      mul_ab[8] <= mul_b[8] ? mul_a : 0;
      mul_ab[9] <= mul_b[9] ? mul_a : 0;
      mul_ab[10] <= mul_b[10] ? mul_a : 0;
      mul_ab[11] <= mul_b[11] ? mul_a : 0;
      mul_ab[12] <= mul_b[12] ? mul_a : 0;
      mul_ab[13] <= mul_b[13] ? mul_a : 0;
      mul_ab[14] <= mul_b[14] ? mul_a : 0;
      mul_ab[15] <= mul_b[15] ? mul_a : 0;
      mul_ab[16] <= mul_b[16] ? mul_a : 0;
      mul_ab[17] <= mul_b[17] ? mul_a : 0;
      mul_ab[18] <= mul_b[18] ? mul_a : 0;
      mul_ab[19] <= mul_b[19] ? mul_a : 0;
      mul_ab[20] <= mul_b[20] ? mul_a : 0;
      mul_ab[21] <= mul_b[21] ? mul_a : 0;
      mul_ab[22] <= mul_b[22] ? mul_a : 0;
      mul_ab[23] <= mul_b[23] ? mul_a : 0;
      mul_ab[24] <= mul_b[24] ? mul_a : 0;
      mul_ab[25] <= mul_b[25] ? mul_a : 0;
      mul_ab[26] <= mul_b[26] ? mul_a : 0;
      mul_ab[27] <= mul_b[27] ? mul_a : 0;
      mul_ab[28] <= mul_b[28] ? mul_a : 0;
      mul_ab[29] <= mul_b[29] ? mul_a : 0;
      mul_ab[30] <= mul_b[30] ? mul_a : 0;
      mul_ab[31] <= mul_b[31] ? mul_a : 0;
      mul_trace_op[1] <= mul_trace_op[0];
      mul_trace_valid[1] <= mul_trace_valid[0];
    end
  end
  always @(posedge CLK) begin
    if(!RST_N) begin
      mul_trace_valid[2] <= 0;
    end else if(!int_mul_stole) begin
      mul_stage2[0] <= { 1'b0, mul_ab[0] } + { mul_ab[1], 1'b0 };
      mul_stage2[1] <= { 1'b0, mul_ab[2] } + { mul_ab[3], 1'b0 };
      mul_stage2[2] <= { 1'b0, mul_ab[4] } + { mul_ab[5], 1'b0 };
      mul_stage2[3] <= { 1'b0, mul_ab[6] } + { mul_ab[7], 1'b0 };
      mul_stage2[4] <= { 1'b0, mul_ab[8] } + { mul_ab[9], 1'b0 };
      mul_stage2[5] <= { 1'b0, mul_ab[10] } + { mul_ab[11], 1'b0 };
      mul_stage2[6] <= { 1'b0, mul_ab[12] } + { mul_ab[13], 1'b0 };
      mul_stage2[7] <= { 1'b0, mul_ab[14] } + { mul_ab[15], 1'b0 };
      mul_stage2[8] <= { 1'b0, mul_ab[16] } + { mul_ab[17], 1'b0 };
      mul_stage2[9] <= { 1'b0, mul_ab[18] } + { mul_ab[19], 1'b0 };
      mul_stage2[10] <= { 1'b0, mul_ab[20] } + { mul_ab[21], 1'b0 };
      mul_stage2[11] <= { 1'b0, mul_ab[22] } + { mul_ab[23], 1'b0 };
      mul_stage2[12] <= { 1'b0, mul_ab[24] } + { mul_ab[25], 1'b0 };
      mul_stage2[13] <= { 1'b0, mul_ab[26] } + { mul_ab[27], 1'b0 };
      mul_stage2[14] <= { 1'b0, mul_ab[28] } + { mul_ab[29], 1'b0 };
      mul_stage2[15] <= { 1'b0, mul_ab[30] } + { mul_ab[31], 1'b0 };
      mul_trace_op[2] <= mul_trace_op[1];
      mul_trace_valid[2] <= mul_trace_valid[1];
    end
  end
  always @(posedge CLK) begin
    if(!RST_N) begin
      mul_trace_valid[3] <= 0;
    end else if(!int_mul_stole) begin
      mul_stage3[0] <= { 2'b0, mul_stage2[0] } + { mul_stage2[1], 2'b0 };
      mul_stage3[1] <= { 2'b0, mul_stage2[2] } + { mul_stage2[3], 2'b0 };
      mul_stage3[2] <= { 2'b0, mul_stage2[4] } + { mul_stage2[5], 2'b0 };
      mul_stage3[3] <= { 2'b0, mul_stage2[6] } + { mul_stage2[7], 2'b0 };
      mul_stage3[4] <= { 2'b0, mul_stage2[8] } + { mul_stage2[9], 2'b0 };
      mul_stage3[5] <= { 2'b0, mul_stage2[10] } + { mul_stage2[11], 2'b0 };
      mul_stage3[6] <= { 2'b0, mul_stage2[12] } + { mul_stage2[13], 2'b0 };
      mul_stage3[7] <= { 2'b0, mul_stage2[14] } + { mul_stage2[15], 2'b0 };
      mul_trace_op[3] <= mul_trace_op[2];
      mul_trace_valid[3] <= mul_trace_valid[2];
    end
  end
  always @(posedge CLK) begin
    if(!RST_N) begin
      mul_trace_valid[4] <= 0;
    end else if(!int_mul_stole) begin
      mul_stage4[0] <= { 4'b0, mul_stage3[0] } + { mul_stage3[1], 4'b0 };
      mul_stage4[1] <= { 4'b0, mul_stage3[2] } + { mul_stage3[3], 4'b0 };
      mul_stage4[2] <= { 4'b0, mul_stage3[4] } + { mul_stage3[5], 4'b0 };
      mul_stage4[3] <= { 4'b0, mul_stage3[6] } + { mul_stage3[7], 4'b0 };
      mul_trace_op[4] <= mul_trace_op[3];
      mul_trace_valid[4] <= mul_trace_valid[3];
    end
  end
  always @(posedge CLK) begin
    if(!RST_N) begin
      mul_trace_valid[5] <= 0;
    end else if(!int_mul_stole) begin
      mul_stage5[0] <= { 8'b0, mul_stage4[0] } + { mul_stage4[1], 8'b0 };
      mul_stage5[1] <= { 8'b0, mul_stage4[2] } + { mul_stage4[3], 8'b0 };
      mul_trace_op[5] <= mul_trace_op[4];
      mul_trace_valid[5] <= mul_trace_valid[4];
    end
  end
  always @(posedge CLK) begin
    if(!RST_N) begin
      mul_trace_valid[6] <= 0;
    end else if(!int_mul_stole) begin
      mul_stage6 <= { 16'b0, mul_stage5[0] } + { mul_stage5[1], 16'b0 };
      last_in_mul_and_mulh <= { 16'b0, mul_stage5[0] } + { mul_stage5[1], 16'b0 } + add_const_in_mul_and_mulh;
      mul_trace_op[6] <= mul_trace_op[5];
      mul_trace_valid[6] <= mul_trace_valid[5];
    end
  end
  always @(posedge CLK) begin
    if(!RST_N) begin
      int_mul_r_tvalid <= 0;
    end else begin
      if(!int_mul_stole) begin
        int_mul_r_tdata <=  (mul_trace_op[6] == I_MUL) ? last_in_mul_and_mulh[31:0] :
                            (mul_trace_op[6] == I_MULH) ? last_in_mul_and_mulh[63:32] :
                            mul_stage6[63:32];
      end
      int_mul_r_tvalid <= (int_mul_r_tready && int_mul_r_tvalid) ? 0 :
                          (int_mul_r_tvalid | mul_trace_valid[6]);
    end
  end
endmodule
$ cat run.sh
#!/bin/bash
# OpenROAD 26Q1-2900-gdf79404cd8, Yosys 0.63+post, stock flow scripts
make -C /OpenROAD-flow-scripts/flow DESIGN_CONFIG=/design/flow/config.mk WORK_HOME=/design/flow/orfs finish
==> flow_metrics.tcl <==
# metrics dict for downstream scripts
set metrics [dict create \
    fin_cells 16800 \
    common_cells "edfxtp_1, and2_1, ha_1, a21oi_1, xnor2_1" \
    holdBufCountCts 0 \
    synth-async-reset-ratio_pct 0 \
    ir_drop_uv 14.6 \
    syn_area_sq_um 127000 \
    maxCapViolCount 0 \
    grt_max_degree 135 \
    cts_tree "done" \
    die_area_sq_um 426000 \
    crit_fanout 68 \
    core_sq_um 421000 \
    syn_inst 10800 \
    tns_ns 0 \
    clkLatencyLatePin_ns 0.93 \
    post-route-util_pct 34.3 \
    io_buffers 107 \
    hold_path_class "reg -> reg" \
    crit_family "buffers and inverters" \
    drtIter0Drc 5069 \
    path_class "in -> reg" \
    synthTopCellsByArea "edfxtp_1, ha_1, and2_1, xnor2_1, a21oi_1" \
    cpMostUsedCell "buf_4" \
    p_clk_share_pct 32.6 \
    cts_made_buffers 275 \
    ys_ff 2312 \
    cpPeakStageDelay_ns 0.79 \
    yosysUniqueCellTypes 84 \
    p_int_mw 1.92 \
    cp_num_buf_inv 9 \
    cp-start-kind "input port" \
    edf_count 2237 \
    firstDrtPassIters 5 \
    fp.dieH_um 653 \
    r2r_slack_ns 107.75 \
    fin_skew_ns 0.0647 \
    ys_cells 10800 \
    slew_headroom_pct 34.2 \
    routabilityCongestion 0.925 \
    cp_slowest_cell "buf_4" \
    grt_overflow 0 \
    largest_area_cell "edfxtp_1" \
    p_switching_mw 0.865 \
    drive_gt1_share_pct 5.96 \
    clock-sinks 2312 \
    dp_cells 16300 \
    post_cts_resized 0 \
    ys_area_sq_um 127000 \
    cts_root_buf "clkbuf_16" \
    vias 81000 \
    critPathCaptureType "flip-flop" \
    syn-mean-instance-area_sq_um 11.8 \
    fin_total_pwr_mw 2.79 \
    warnings 41 \
    track_usage_pct 15.9 \
    worst_pin_slew_ns 0.987 \
    drcViolationCount 0 \
    hold_ws_ns 0.381 \
    power_density_nw_per_um2 19.3 \
    postSynthSeqShare_pct 54.1 \
    n_fill_cell 40500 \
    switching_share_pct 31.0 \
    fin_crit_sh_pct 24.9 \
    hold_viol_final 0 \
    finalWirelength_um 326000 \
    p_comb_share_pct 26.5 \
    run_status "complete, no violations" \
    wl_per_cell_um 19.4 \
    boundaryPins 108 \
    fmax_mhz 35.2 \
    cts_setup_buffers 0 \
    period_minus_slack_ns 28.43 \
    finalSetupViolations 0 \
    areaGrowthSynthToFinish_pct 13.6 \
    synthMostInstantiatedCell "edfxtp_1" \
    critPathArrivalTime_ns 28.98 \
    htree_levels 5 \
    antenna_found_initial 36 \
    synth_warnings 7 \
    via_per_inst 4.82 \
    ant_nets 0 \
    num_rows 238 \
    netlist.area_leader.share_pct 52.9 \
    grt_pass1_wl_um 487000 \
    path_clk_slew_ns 0.06 \
    dp_hpwl_um 235000 \
    grt_pass1_vias 78900 \
    rsz0062_at_grt "false" \
    die_x_um 653 \
    ff_type "edfxtp_1" \
    clockBufferDepth 4 \
    required_ns 114.75 \
    cp_cell_sequence "clkdlybuf4s50_1 > nor2b_1 > buf_4 > nor2b_4 > buf_4 > buf_4 > buf_4 > buf_4 > buf_4 > buf_4 > buf_4" \
    power_leakage_nw 57.3 \
    initial_core_util_pct 30.2 \
    p_seq_share_pct 40.9 \
    slew_violations 0 \
]
==> stage by stage <==
step | cell area [sq um] | setup slack (ns)
global placement | 135000 | 84.78
detailed placement | 135000 | 84.74
global route | 144000 | 85.33
finish | 144000 | 85.77
CTS | 144000 | 85.75
floorplan | 127000 | 31.95
==> per-layer routing <==
metal | routed length, um | part of all wire [%] | track usage, %
met1 | 142000 | 44 | 22.5
met5 | 76 | 0.023 | 0.192
met2 | 139000 | 43 | 23.0
met3 | 36600 | 11 | 7.50
met4 | 8020 | 2.5 | 3.21
==> power by group through the flow <==
stage	registers (mW)	clock network [mW]	logic, mW
CTS	1.14	0.932	0.742
global route	1.15	0.962	0.821
finish	1.14	0.907	0.738
==> area by class of cell <==
| class | count | area, sq um | area share [%] |
|---|---|---|---|
| clock inverters | 163 | 2090 | 1.45 |
| diodes | 13 | 32.5 | 0.0225 |
| repair buffers | 240 | 2130 | 1.48 |
| clock buffers | 331 | 7210 | 5.00 |
| inverters | 284 | 1070 | 0.739 |
| multi-input cells | 7833 | 56000 | 38.8 |
| flip-flops and latches | 2312 | 68700 | 47.6 |
| well taps | 5640 | 7060 | 4.89 |
==> worst paths after layout <==
path / to / depth (start not counted) / start
setup / recovery: mul_stage2[1][17]$_DFFE_PP_ / 11 / int_mul_r_tready
setup reg to reg: mul_stage2[1][17]$_DFFE_PP_ / 10 / int_mul_r_tvalid$_SDFF_PP0_
hold reg to reg: mul_stage5[1][2]$_DFFE_PP_ / 0 / mul_stage4[2][2]$_DFFE_PP_
hold / removal: mul_stage5[1][2]$_DFFE_PP_ / 0 / mul_stage4[2][2]$_DFFE_PP_
==> cells by family after synthesis <==
family          Yosys count  share of synthesized area (%)
buf+inv                 626                           1.86
compound gates         2799                           14.3
simple gates           3052                           12.8
mux                      43                          0.370
xor+xnor                921                           6.35
fa+ha+maj              1018                           10.2
flops                  2312                           54.1
==> sequential cells by signal, summed over array words and instances (netlist names) <==
register	cells
mul_stage5	99
mul_b	32
mul_ab	1024
last_in_mul_and_mulh	1
int_mul_a_tready	1
mul_stage3	295
mul_stage2	544
mul_stage4	166
int_mul_r_tdata	32
mul_trace_valid	7
mul_a	32
mul_stage6	64
int_mul_r_tvalid	1
mul_trace_op	14
==> worst reg2reg max path, stage by stage, from the launching register on <==
cell and delay [ns]:
dfxtp_1 0.34, nor2b_1 0.16, buf_4 0.18, nor2b_4 0.66, buf_4 0.68, buf_4 0.61, buf_4 0.67, buf_4 0.85
buf_4 0.69, buf_4 0.55, buf_4 0.67
==> cell usage in the layout (no fill, tap or decap), types with 31 or more instances in the layout <==
| cell type | instances |
|---|---|
| xor2_1 | 304 |
| nand3_1 | 154 |
| inv_1 | 284 |
| a31oi_1 | 101 |
| and2_1 | 1070 |
| o31ai_1 | 47 |
| clkdlybuf4s50_1 | 106 |
| dfxtp_1 | 43 |
| or3_1 | 38 |
| a211oi_1 | 67 |
| o211ai_1 | 49 |
| o21bai_1 | 119 |
| edfxtp_1 | 2237 |
| dfxtp_2 | 32 |
| a211o_1 | 31 |
| xnor2_1 | 617 |
| clkbuf_16 | 280 |
| ha_1 | 987 |
| o21a_1 | 153 |
| nand2b_1 | 106 |
| clkinv_1 | 45 |
| mux2_2 | 32 |
| nand2_1 | 548 |
| clkbuf_1 | 50 |
| fa_1 | 31 |
| nor2_1 | 497 |
| buf_4 | 129 |
| bufinv_16 | 40 |
| a21o_1 | 558 |
| clkinv_2 | 33 |
| nor3_1 | 124 |
| o21ai_0 | 432 |
| a21oi_1 | 850 |
| and3_1 | 123 |
| nand4_1 | 109 |
| nor2b_1 | 144 |
| a21boi_0 | 101 |
Power is estimated from default activity; no workload was simulated.
