==> ./config.mk <==
export PLATFORM = sky130hd
export DESIGN_NAME = loopback_top
export DESIGN_NICKNAME = loopback_top
export VERILOG_FILES = /design/flow/design.v
export SDC_FILE = /design/flow/constraint.sdc
export NUM_CORES = 4
export LEC_CHECK = 1
export CORE_UTILIZATION = 40
==> ./constraint.sdc <==
current_design loopback_top

set clk_period 2.4
set clk_io_pct 0.2

create_clock -name clk0 -period $clk_period [get_ports {CLK}]

set non_clock_inputs [all_inputs -no_clocks]
set_input_delay [expr $clk_period * $clk_io_pct] -clock clk0 $non_clock_inputs
set_output_delay [expr $clk_period * $clk_io_pct] -clock clk0 [all_outputs]
==> ./design.v <==
module loopback_top
  (
    input RST_N,
    input CLK,
    output reg [3:0] ARADDR,
    input wire ARREADY,
    output reg ARVALID,
    output reg [3:0] AWADDR,
    input wire AWREADY,
    output reg AWVALID,
    output reg BREADY,
    input wire [1:0] BRESP,
    input wire BVALID,
    input wire [31:0] RDATA,
    output reg RREADY,
    input wire [1:0] RRESP,
    input wire RVALID,
    output reg [31:0] WDATA,
    input wire WREADY,
    output reg WVALID,
    output reg [3:0] WSTRB
  );
localparam s_wait = 4'b0000;
localparam s_wait2 = 4'b0100;
localparam s_read = 4'b0001;
localparam s_read2 = 4'b0101;
localparam s_write_wait = 4'b0010;
localparam s_write_wait2 = 4'b0110;
localparam s_write = 4'b0011;
localparam s_writesub = 4'b1000;
localparam s_write2 = 4'b0111;
reg [3:0] status;
reg [31:0] data;
always @(posedge CLK) begin
    if (!RST_N) begin
        status <= s_wait;
        data <= 0;
        ARADDR <= 0;
        ARVALID <= 0;
        RREADY <= 0;
        AWADDR <= 0;
        AWVALID <= 0;
        WVALID <= 0;
        BREADY <= 0;
        WDATA <= 0;
        WSTRB <= 0;
    end else begin
        WSTRB <= 4'b0001;
        case (status)
            s_wait:
            begin
                ARADDR  <= 4'b1000;
                ARVALID <= (ARVALID & ARREADY) ? 0 : 1;
                status  <= (ARVALID & ARREADY) ? s_wait2 : s_wait;
            end
            s_wait2:
            begin
                RREADY <= (RREADY & RVALID) ? 0 : 1;
                status <= (RREADY & RVALID) ? (RDATA[0] ? s_read : s_wait) : s_wait2;
            end
            s_read:
            begin
                ARADDR  <= 4'b0000;
                ARVALID <= (ARVALID & ARREADY) ? 0 : 1;
                status  <= (ARVALID & ARREADY) ? s_read2 : s_read;
            end
            s_read2:
            begin
                RREADY <= (RREADY & RVALID) ? 0 : 1;
                data   <= (RREADY & RVALID) ? RDATA : 0;
                status <= (RREADY & RVALID) ? s_write_wait : s_read2;
            end
            s_write_wait:
            begin
                ARADDR  <= 4'b1000;
                ARVALID <= (ARVALID & ARREADY) ? 0 : 1;
                status  <= (ARVALID & ARREADY) ? s_write_wait2 : s_write_wait;
            end
            s_write_wait2:
            begin
                RREADY <= (RREADY & RVALID) ? 0 : 1;
                status <= (RREADY & RVALID) ? (RDATA[3] ? s_write_wait : s_write) : s_write_wait2;
            end
            s_write:
            begin
                AWADDR  <= 4'b0100;
                WDATA   <= data;
                AWVALID <= 1;
                WVALID <= 1;
                status <= s_writesub;
            end
            s_writesub:
            begin
                AWVALID <= (AWVALID & !AWREADY) ? 1 : 0;
                WVALID  <= (WVALID & !WREADY) ? 1 : 0;
                status  <= (!AWVALID & !WVALID) ? s_write2 : s_writesub;
            end
            s_write2:
            begin
                BREADY <= (BREADY & BVALID) ? 0 : 1;
                status <= (BREADY & BVALID) ? s_wait : s_write2;
            end
        endcase
    end
end
endmodule
==> ./run.sh <==
#!/bin/bash
# OpenROAD 26Q1-2900-gdf79404cd8, Yosys 0.63+post, stock flow scripts
make -C /OpenROAD-flow-scripts/flow DESIGN_CONFIG=/design/flow/config.mk WORK_HOME=/design/flow/orfs finish
==> flow_summary.yaml <==
# flow metrics
sta:
  rsz0062_at_grt: "false"
  finalCritPeriodShare_pct: 77.49
  finalSetupTns_ns: 0
  maxSlewHeadroom_pct: 62.00
  worst_pin_slew_ns: 0.5700
  max_freq_mhz: 537.7
  setup_viol: 0
  drv_slew: 0
  fin_crit_ns: 1.860
  final_hold_viol_count: 0
  finClkSkew_ns: 0.007597
clock_tree:
  cts.repair.resized: 0
  cts-buffers-inserted: 9
  root_buffer: "clkbuf_8"
  post-cts-setup-buffers: 0
  hold_buffers: 0
  cts_tree: "yes"
  path_clk_slew_ns: 0.08
  clock-sinks: 81
  clock_path_buffers: 2
  cts_htree_levels: 3
  clock_latency_ns: 0.34
cells_and_area:
  drive_gt1_share_pct: 7.273
  fin_util_pct: 56.77
  seqCellArea_um2: 1623
  area_growth_pct: 33.69
  layout_top_cells: "dfxtp_1, clkdlybuf4s50_1, nor2b_1"
  n_fill_cell: 601
  layout_top_cell: "dfxtp_1"
  logic_area_um2: 1157
routing:
  drt-initial-drc-count: 59
  vias_per_cell: 4.728
  wirelength_mm: 5.810
  vias: 2014
  ant_nets: 0
  drc: 0
  drt_first_pass_iters: 4
  routedWlPerCell_um: 13.64
  diodes: 0
yosys:
  synth_cells: 251
  synthDistinctLibCells: 29
  flop_cell: "dfxtp_1"
  synthArstFlopShare_pct: 0
  yosysCellCount: 251
  ys.flops: 81
  netlist_area_um2: 2949
  seq_area_frac_synth_pct: 54.99
  synth.avg_cell_area_um2: 11.75
  ys_chip_area_um2: 2949
  edf_count: 0
  ys_warn_count: 1
power_and_ir_drop:
  cellPowerDensity_nw_per_um2: 646.0
  p_leak_uw: 0.001384
  peakVddDrop_mv: 0.2627
grt:
  antenna_found_initial: 0
  grt_pass1_vias: 1927
  grt_max_degree: 33
  track_usage_pct: 15.87
  grt_pass1_wl_mm: 9.239
  overflow: 0
critical_path:
  worstSetupPathType: "flip-flop to primary output"
  path_buffers: 1
  cp_top_family: "buffers and inverters"
  end_kind: "primary output"
  cp_slowest_stage_delay_ns: 0.53
  required_ns: 1.92
  worstPathCellList: "clkdlybuf4s50_1"
  critPathSlowestCell: "clkdlybuf4s50_1"
  startpoint_type: "flip-flop"
  path_max_fanout: 11
  worstPathArrival_ns: 1.38
die:
  core_area_um2: 6944
  chip_area_um2: 7720
  initial_core_util_pct: 42.47
  die_w_um: 87.87
  fp-row-count: 30
  die_h_um: 87.87
  ios: 92
flow_run:
  warning_count: 29
  maxCapViolCount: 0
placement:
  gp_congestion: 0.6928
  port_buffers: 78
  dpl.hpwl_mm: 3.599
outcome:
  status: "completed"
hold_path:
  hold_path_class: "flip-flop to flip-flop"
-- sequential cells by signal, summed over array words and instances (netlist names) --
register	count
BREADY	1
status	9
ARVALID	1
RREADY	1
WSTRB	1
AWVALID	1
data	32
ARADDR	1
AWADDR	1
WDATA	32
WVALID	1
-- worst reg2reg max path, stage by stage, from the launching register on --
cell and delay (ns):
dfxtp_1 0.51, and4_4 0.58, a22o_1 0.23
-- cells in the mapped netlist (3+ instances only) --
cell type | number | area (µm²)
dfxtp_1 | 81 | 1622
nor2b_1 | 35 | 219.0
a22o_1 | 32 | 280.3
mux2i_1 | 32 | 320.3
buf_4 | 12 | 90.09
o21a_1 | 9 | 67.56
a21boi_0 | 7 | 52.55
buf_2 | 6 | 30.03
buf_6 | 6 | 67.56
and3_1 | 4 | 25.02
clkbuf_1 | 4 | 15.01
nand4_1 | 3 | 18.77
-- path summary, 6_finish.rpt --
| check | from | end | slack [ns] | cells past startpoint |
|---|---|---|---|---|
| worst max-delay path | RREADY$_SDFFE_PN0P_ | RREADY | 0.54 | 1 |
| worst min-delay path | AWADDR[2]$_SDFFE_PN0P_ | AWADDR[2]$_SDFFE_PN0P_ | 0.46 | 1 |
| worst min register to register | AWADDR[2]$_SDFFE_PN0P_ | AWADDR[2]$_SDFFE_PN0P_ | 0.46 | 1 |
| worst max register to register | RREADY$_SDFFE_PN0P_ | data[21]$_SDFFE_PN0P_ | 1.03 | 2 |
-- logic make-up (layout without fill, tap and decap cells) --
family / count (synthesis) / in the layout / share of synthesized area [%]
AOI/OAI and AO/OA: 57 / 57 / 16.04
and+or+nand+nor: 52 / 52 / 11.12
other: 1 / 9 / 0.1272
muxes: 32 / 32 / 10.86
buffers and inverters: 28 / 99 / 6.873
DFF: 81 / 81 / 54.99
-- layer usage --
metal  track usage [%]  share of wire (%)
met1             24.62                 50
met2             22.97                 40
met3             5.153                8.3
met4             2.385                1.5
met5                 0                  0
-- through the flow --
step / total power, µW / hold WS, ns / instance area [µm²] / worst slack, ns / instances
detailed placement: 1519 / 0.4420 / 3731 / 0.4528 / 410
global route: 2657 / 0.4863 / 3943 / 0.4768 / 426
finish: 2547 / 0.4627 / 3943 / 0.5403 / 426
CTS: 2580 / 0.4696 / 3943 / 0.5400 / 426
floorplan: 1444 / 0.4052 / 2979 / 1.078 / 259
global placement: 1519 / 0.4355 / 3731 / 0.4452 / 410
-- power by group --
part / internal, µW / switching [µW] / total (µW)
registers: 1350 / 9.78 / 1360
clock network: 585 / 476 / 1060
logic: 85.5 / 40.2 / 126
-- cell type report --
type                            instances  area share [%]
Timing Repair Buffer                   83           21.07
Clock inverter                          5           2.031
Sequential cell                        81           41.16
Tap cell                               96           3.047
Clock buffer                           11           3.332
Multi-Input combinational cell        150           29.36
No activity file was given, so power comes from the tool's default toggle rates.
