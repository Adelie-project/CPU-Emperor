$ cat ./design.v
`default_nettype none
module uart_loopback #(CLK_PER_HALF_BIT = 100) (
		     input wire  rxd,
		     output wire txd,
		     input wire  clk,
		     input wire  rstn);
   reg [7:0] 			 data;
   reg 				 data_valid;
   wire [7:0] 			 rdata;
   reg 				 tx_start;
   wire 			 rx_ready;
   wire 			 tx_busy;
   wire 			 ferr;
   uart_tx #(CLK_PER_HALF_BIT) u1(data, tx_start, tx_busy, txd, clk, rstn);
   uart_rx #(CLK_PER_HALF_BIT) u2(rdata, rx_ready, ferr, rxd, clk, rstn);
   always @(posedge clk) begin
      if (~rstn) begin
	 data <= 8'b0;
	 data_valid <= 0;
	 tx_start <= 0;
      end else begin
	 if (rx_ready) begin
	    data <= rdata;
	    data_valid <= 1;
	 end
	 if (~tx_busy && data_valid) begin
	    tx_start <= 1;
	 end
	 if (tx_start) begin
	    data_valid <= 0;
	    tx_start <= 0;
	 end
      end
   end
endmodule
`default_nettype wire
`default_nettype none
module uart_rx #(CLK_PER_HALF_BIT = 100) (
               output logic [7:0] rdata,
               output logic       rdata_ready,
               output logic       ferr,
               input wire         rxd,
               input wire         clk,
               input wire         rstn);
   localparam e_clk_bit = CLK_PER_HALF_BIT * 2 - 1;
   (* mark_debug = "true" *) logic [3:0] status;
   (* mark_debug = "true" *) logic [31:0] counter;
   (* mark_debug = "true" *) logic [7:0] t_rdata;
   (* mark_debug = "true" *) logic t_rdata_ready;
   (* mark_debug = "true" *) logic [31:0] cnt;
   (* mark_debug = "true" *) logic t_rxd;
   (* mark_debug = "true" *) logic t_ferr;
   localparam s_idle = 0;
   localparam s_start_bit = 1;
   localparam s_bit_0 = 2;
   localparam s_bit_1 = 3;
   localparam s_bit_2 = 4;
   localparam s_bit_3 = 5;
   localparam s_bit_4 = 6;
   localparam s_bit_5 = 7;
   localparam s_bit_6 = 8;
   localparam s_bit_7 = 9;
   localparam s_stop_bit = 10;
   always @(posedge clk) begin
      t_rdata_ready <= 1'b0;
      t_rxd <= rxd;
      t_ferr <= 0;
      if (~rstn) begin
         cnt <= 32'b0;
         t_rdata <= 8'b0;
         counter <= 32'b0;
         status <= s_idle;
      end else if (~t_rxd && status == s_idle) begin
         t_rdata <= 8'b0;
         counter <= 32'b0;
         status <= s_start_bit;
      end else if (~t_rxd && status == s_start_bit && ( counter == 60 )) begin
         t_rdata <= 8'b0;
         counter <= 32'b0;
         status <= s_bit_0;
      end else if (counter == e_clk_bit && status >= s_bit_0 && status <= s_bit_7) begin
         t_rdata <= (t_rdata >> 1);
         counter <= 32'b0; 
         status <= status + 1;
         t_rdata[7] <= t_rxd;
      end else if (counter == e_clk_bit && status == s_stop_bit) begin
         cnt <= cnt + 1;
         counter <= 32'b0;
         t_rdata_ready <= 1'b1;
         status <= s_idle;
         t_ferr <= t_rxd ? 1'b0 : 1'b1;
      end else if (status != s_idle) begin 
         counter <= counter + 1;
      end
   end
   assign rdata = t_rdata;
   assign rdata_ready = t_rdata_ready;
   assign ferr = t_ferr;
endmodule
`default_nettype wire
`default_nettype none
module uart_tx #(CLK_PER_HALF_BIT = 100) (
               input wire [7:0] sdata,
               input wire       tx_start,
               output logic     tx_busy,
               output logic     txd,
               input wire       clk,
               input wire       rstn);
   localparam e_clk_bit = CLK_PER_HALF_BIT * 2 - 1;
   localparam e_clk_stop_bit = (CLK_PER_HALF_BIT*2*9)/10 - 1;
   (* mark_debug = "true" *) logic [7:0]                  txbuf;
   logic [3:0]                  status;
   logic [31:0]                 counter;
   logic                        next;
   logic                        fin_stop_bit;
   logic                        rst_ctr;
   localparam s_idle = 0;
   localparam s_start_bit = 1;
   localparam s_bit_0 = 2;
   localparam s_bit_1 = 3;
   localparam s_bit_2 = 4;
   localparam s_bit_3 = 5;
   localparam s_bit_4 = 6;
   localparam s_bit_5 = 7;
   localparam s_bit_6 = 8;
   localparam s_bit_7 = 9;
   localparam s_stop_bit = 10;
   always @(posedge clk) begin
      if (~rstn) begin
         counter <= 0;
         next <= 0;
         fin_stop_bit <=0;
      end else begin
         if (counter == e_clk_bit || rst_ctr) begin
            counter <= 0;
         end else begin
            counter <= counter + 1;
         end
         if (~rst_ctr && counter == e_clk_bit) begin
            next <= 1;
         end else begin
            next <= 0;
         end
         if (~rst_ctr && counter == e_clk_stop_bit) begin
            fin_stop_bit <= 1;
         end else begin
            fin_stop_bit <= 0;
         end
      end
   end
   always @(posedge clk) begin
      if (~rstn) begin
         txbuf <= 8'b0;
         status <= s_idle;
         rst_ctr <= 0;
         txd <= 1;
      end else begin
         rst_ctr <= 0;
         if (status == s_idle) begin
            if (tx_start) begin
               txbuf <= sdata;
               status <= s_start_bit;
               rst_ctr <= 1;
               txd <= 0;
               tx_busy <= 1;
            end
         end else if (status == s_stop_bit) begin
            if (fin_stop_bit) begin
               txd <= 1;
               status <= s_idle;
               tx_busy <= 0;
            end
         end else if (next) begin
            if (status == s_bit_7) begin
               txd <= 1;
               status <= s_stop_bit;
            end else begin
               txd <= txbuf[0];
               txbuf <= txbuf >> 1;
               status <= status + 1;
            end
         end
      end
   end
endmodule  
`default_nettype wire
$ cat ./run.sh
#!/bin/bash
# OpenROAD 26Q1-2900-gdf79404cd8, Yosys 0.63+post, stock flow scripts
make -C /OpenROAD-flow-scripts/flow DESIGN_CONFIG=/design/flow/config.mk WORK_HOME=/design/flow/orfs finish
$ cat ./config.mk
export PLATFORM = sky130hd
export DESIGN_NAME = uart_loopback
export DESIGN_NICKNAME = uart_loopback
export VERILOG_FILES = /design/flow/design.v
export SDC_FILE = /design/flow/constraint.sdc
export NUM_CORES = 4
export LEC_CHECK = 1
export CORE_UTILIZATION = 30
$ cat ./constraint.sdc
current_design uart_loopback

set clk_period 7.0
set clk_io_pct 0.2

create_clock -name clk0 -period $clk_period [get_ports {clk}]

set non_clock_inputs [all_inputs -no_clocks]
set_input_delay [expr $clk_period * $clk_io_pct] -clock clk0 $non_clock_inputs
set_output_delay [expr $clk_period * $clk_io_pct] -clock clk0 [all_outputs]
==> Changelog: implementation <==
### Metrics

- Min-Delay Startpoint: u1.tx_busy$_DFFE_PP_
- Startpoint types: primary input
- CTS tree: done
- Root Buffer: clkbuf_16
- Max-cap violations: 0
- Critical path required time: 7260 ps
- Hold EP: tx_start$_SDFF_PP0_
- FILL cells: 1579
- Insertion Delay late pin: around 340 ps
- Detail Route Antenna Nets: 0
- Gpl congestion: 0.816
- Clock Power Share: between 40% and 50%
- P_sw: 247 uW
- Unrepaired setup endpoints after global routing: false
- Distinct lib cells: 60
- Yosys Instances: roughly 560
- CTS Sinks: ~110
- H-tree lvl count: 3
- Yosys Chip Area: between 5000 and 6000 um2
- Max-slew violations: 0
- Critical Path Sink Type: register
- Number of global-route vias before repair: about 3400
- Cts repair resizes: 0
- Synth Register Bits: roughly 110
- Final Critical Period: ~2700 ps
- FMAX: between 300 and 400 MHz
- Status: finished, final reports clean
- Post-Synthesis Cells: roughly 560
- P_int: approximately 870 uW
- Tcrit/Tclk final: a little under two fifths
- Layout cell share with drive strength beyond 1: ~8.5%
- Post-synthesis instance area: ~5000 um2
- Diodes inserted: 0
- GR Util All Layers: a little over a tenth
- Hold path depth: 1
- Final Skew: about 8.6 ps
- Worst r2r dst: u2.counter[28]$_SDFFE_PP0P_
- Rows: approximately 46
- Post-DP Area: approximately 5200 um2
- Final Util: between 30% and 40%
- Critical Path AT: about 2900 ps
- Via count: about 3700
- Final setup vio count: 0
- Asr flop ratio synth: 0%
- Worst VDD drop: 0.000118 V
- Die extent in x: between 100 and 150 um
- DRC Markers: 0
- Final TNS setup: 0 ps
- Hold Violations, Final: 0
- Vertical die size: between 100 and 150 um
- Final WL: about 9000 um
- # IOs: 4
- Floorplan utilization: roughly 31%
- Gr ovfl total: 0
- Syn. warnings: 3
- Post-synth EDFFs: 1
- Largest net degree at the start of global routing: 33
- Hold_buf cts: 0
- Setup CP Type: in -> reg
- Post-CTS Setup Bufs: 0
- Post-route cell area: 5500 um2
- Via density per instance: about 4.8
- Synth Seq Share: 42.2%
- Clock Path Buffers: 2
- Post-synth top flop: dfxtp_1
- Hpwl dp: 5960 um
- Port bufs: 3
- Core Region: between 15000 and 20000 um2
- Setup slack, reg-to-reg: approximately 4800 ps
- Layout area overhead: 9.87%
- Antenna violations before repair: 0
- Clk pin slew, worst setup/hold paths: roughly 70 ps
- Initial DRC count: 168
- TritonRoute pass-1 iters: 4
- R2r startpoint: u2.status[0]$_SDFFE_PN0P_
- Combinational fraction of design power: ~2.4%
- R2R cell count: 7
- Slew Limit Headroom: 49.8%
- Count of tool warnings: 29
- Die Size: 17200 um2
- Syn_area_per_cell: roughly 9 um2
- Leak: approximately 1.9 nW
- Global-route wire length before repair: 15800 um
- Worst-margin pin slew: 747 ps
- Sw Share: between 20 and 25%
- WL/cell: between 10 and 15 um
- Type of the most critical hold path: reg -> reg
- Pwr dens: around 200 nW/um2
- Max FO, Critical Path: 29
- Total CTS buffers: 9
- Sequential Power Share: between 50% and 60%
cell families (layout without fill, tap and decap cells):
logic type	count (synthesis)	in the layout	share of synthesized area, %
buffers and inverters	47	42	4.32
multiplexers	23	23	4.60
AND-OR/OR-AND	47	47	6.75
adder cells (fa/ha/maj)	7	7	1.75
flip-flops	105	105	42.2
AND/OR/NAND/NOR	270	270	29.7
XOR/XNOR	61	61	10.7
how the worst max path moves through the flow:
| stage | from | endpoint | cells after the start |
|---|---|---|---|
| CTS | rstn | u2.t_rdata_ready$_SDFF_PP0_ | 5 |
| global route | rstn | u2.t_rdata_ready$_SDFF_PP0_ | 5 |
| finish | rstn | u2.t_rdata_ready$_SDFF_PP0_ | 5 |
worst max-delay path, stage by stage:
cell and delay (ps):
clkdlybuf4s50_1 460, buf_4 280, o21a_1 220, o21ai_1 270, nor3_1 280
layer usage:
metal	part of all wire, %	vias up	track usage [%]	wire (um)
li1	-	1941	-	-
met1	52	1708	16.4	4660
met2	44	28	16.7	3930
met3	2.3	4	2.48	205
met4	1.2	0	1.37	103
met5	0	-	0	0
layout by cell type, fill, tap and decap left out, types with 3 or more instances in the layout:
| cell type | synthesis | final |
|---|---|---|
| dfxtp_1 | 104 | 104 |
| nor2_1 | 85 | 85 |
| nand2_1 | 32 | 32 |
| xnor2_1 | 31 | 31 |
| xor2_1 | 30 | 30 |
| nand3_1 | 29 | 29 |
| mux2i_1 | 23 | 23 |
| nand4_1 | 21 | 21 |
| nor4_1 | 21 | 20 |
| inv_1 | 18 | 18 |
| nor3_1 | 12 | 12 |
| nor2b_1 | 11 | 11 |
| a21oi_1 | 11 | 11 |
| and3_1 | 9 | 9 |
| o21ai_0 | 9 | 9 |
| clkbuf_16 | 0 | 9 |
| o211a_1 | 7 | 7 |
| ha_1 | 7 | 7 |
| nor4_2 | 5 | 6 |
| nor3_2 | 6 | 6 |
| and4_1 | 5 | 5 |
| or3_1 | 5 | 5 |
| buf_4 | 1 | 5 |
| nand3b_1 | 4 | 4 |
| or4_1 | 3 | 3 |
| or2_2 | 3 | 3 |
| o21a_1 | 3 | 3 |
| or4_4 | 3 | 3 |
| clkdlybuf4s50_1 | 0 | 3 |
power groups by stage:
| stage | clock [mW] | sequential (mW) | combinational [mW] |
|---|---|---|---|
| global route | 0.530 | 0.604 | 0.0304 |
| finish | 0.483 | 0.604 | 0.0272 |
| CTS | 0.503 | 0.603 | 0.0274 |
area by class of cell:
type / instances / area [um2] / area share, %
inverters: 18 / 67.6 / 1.23
flip-flops and latches: 105 / 2110 / 38.4
clock inverters: 5 / 46.3 / 0.842
well taps: 216 / 270 / 4.91
repair buffers: 8 / 67.6 / 1.23
clock buffers: 11 / 243 / 4.41
multi-input cells: 408 / 2690 / 49.0
Yosys cell counts, types with 9 or more instances:
cell type | instances | area, um2
buf_2 | 11 | 55.1
nor2_1 | 85 | 319
nand4_1 | 21 | 131
clkbuf_1 | 13 | 48.8
and3_1 | 9 | 56.3
nand2_1 | 32 | 120
inv_1 | 18 | 67.6
dfxtp_1 | 104 | 2080
o21ai_0 | 9 | 45.0
xor2_1 | 30 | 263
nand3_1 | 29 | 145
nor2b_1 | 11 | 68.8
a21oi_1 | 11 | 55.1
nor4_1 | 21 | 131
xnor2_1 | 31 | 272
mux2i_1 | 23 | 230
nor3_1 | 12 | 60.1
sequential cells by signal (all words and copies together) (netlist names):
register	cells
u1.tx_busy	1
u1.txbuf	8
u1.counter	32
u2.counter	32
u2.status	4
data	8
u2.t_rxd	1
u1.status	4
data_valid	1
u1.fin_stop_bit	1
u1.txd	1
u2.t_rdata	8
u1.next	1
u1.rst_ctr	1
u2.t_rdata_ready	1
tx_start	1
metrics by stage:
stage	hold slack, ps	power, mW	cells	setup WS, ps
3_5_place_dp	409	0.645	755	4000
3_3_place_gp	408	0.644	755	4060
2_1_floorplan	392	0.638	560	4790
4_1_cts	415	1.13	771	4360
5_1_grt	434	1.16	771	4240
6_report	413	1.11	771	4330
No activity file was given, so power comes from the tool's default toggle rates.
